File: flow/constraint.sdc
current_design robot_arm_controller

set clk_period 12.1
set clk_io_pct 0.2

create_clock -name clk0 -period $clk_period [get_ports {CLOCK_50}]

set non_clock_inputs [all_inputs -no_clocks]
set_input_delay [expr $clk_period * $clk_io_pct] -clock clk0 $non_clock_inputs
set_output_delay [expr $clk_period * $clk_io_pct] -clock clk0 [all_outputs]
File: flow/design.v
module PWM_Generator_Verilog(clk,reset,rise,fall,clk_out);
input wire clk;
input wire reset;
output wire clk_out;
input wire [31:0] rise; 
input wire [31:0] fall;
reg [31:0] count, count_on, count_off;
reg  pos_or_neg;
always @(posedge clk, posedge reset) begin
    if(reset) begin
		count<= 0;
		count <= 0;
        pos_or_neg <=1;
		end 
	else  if ( (pos_or_neg ==1) )
	begin
	if ((count == count_on-1) )
		begin 
		count <=0;
		pos_or_neg <=0;  	  
		end
	else 
	count <= count+1;
	end
	else  if ( (pos_or_neg ==0) )
	begin
	if ((count == count_off-1) )
		begin 
		count <=0;
		pos_or_neg <=1;  	  
		end
	else 
	count <= count+1;
	end
end	
always @(rise, fall)
begin
count_on <= rise;
count_off <= fall;	
end	
assign clk_out = pos_or_neg;
endmodule
module robot_arm_controller (
  input        CLOCK_50,
  input        RESET_N,
  input [3:0] 	KEY,
  output	[35:0] GPIO_0
);
wire clk;
wire reset;
wire key0_triggered;
wire key1_triggered;
wire key2_triggered;
wire key3_triggered;
reg reset_reg = 0;
reg key0_reg = 0;
reg key1_reg = 0;
reg key2_reg = 0;
reg key3_reg = 0;
assign reset_triggered = ~RESET_N && ~reset_reg;
assign key0_triggered = ~KEY[0] && ~key0_reg;
assign key1_triggered = ~KEY[1] && ~key1_reg;
assign key2_triggered = ~KEY[2] && ~key2_reg;
assign key3_triggered = ~KEY[3] && ~key3_reg;
wire out02;
wire out19;
wire out18;
wire out17;
wire out16;
wire out15;
wire out14;
wire out13;
wire out12;
wire out11;
wire out10;
wire outTEST;
wire outKEY;
wire outGrip;
assign clk = CLOCK_50;
assign reset = !RESET_N;
reg [31:0] rise20 = 100000;
reg [31:0] fall20 = 900000;
reg [31:0] rise19 = 95000;
reg [31:0] fall19 = 905000;
reg [31:0] rise18 = 90000;
reg [31:0] fall18 = 910000;
reg [31:0] rise17 = 85000;
reg [31:0] fall17 = 915000;
reg [31:0] rise16 = 80000;
reg [31:0] fall16 = 920000;
reg [31:0] rise15 = 75000;
reg [31:0] fall15 = 925000;
reg [31:0] rise14 = 70000;
reg [31:0] fall14 = 930000;
reg [31:0] rise13 = 65000;
reg [31:0] fall13 = 935000;
reg [31:0] rise12 = 60000;
reg [31:0] fall12 = 940000;
reg [31:0] rise11 = 55000;
reg [31:0] fall11 = 945000;
reg [31:0] rise10 = 50000;
reg [31:0] fall10 = 950000;
reg [31:0] riseTest = 125000;
reg [31:0] fallTest = 875000;
assign GPIO_0[0] = out20;
assign GPIO_0[1] = out19;
assign GPIO_0[2] = out18;
assign GPIO_0[3] = out17;
assign GPIO_0[4] = out16;
assign GPIO_0[5] = out15;
assign GPIO_0[6] = out14;
assign GPIO_0[7] = out13;
assign GPIO_0[8] = out12;
assign GPIO_0[9] = out11;
assign GPIO_0[10] = out10;
assign GPIO_0[11] = outTest;
assign GPIO_0[13] = outKEY;
assign GPIO_0[15] = outGrip;
PWM_Generator_Verilog generator20(clk, reset, rise20, fall20, out20);
PWM_Generator_Verilog generator19(clk, reset, rise19, fall19, out19);
PWM_Generator_Verilog generator18(clk, reset, rise18, fall18, out18);
PWM_Generator_Verilog generator17(clk, reset, rise17, fall17, out17);
PWM_Generator_Verilog generator16(clk, reset, rise16, fall16, out16);
PWM_Generator_Verilog generator15(clk, reset, rise15, fall15, out15);
PWM_Generator_Verilog generator14(clk, reset, rise14, fall14, out14);
PWM_Generator_Verilog generator13(clk, reset, rise13, fall13, out13);
PWM_Generator_Verilog generator12(clk, reset, rise12, fall12, out12);
PWM_Generator_Verilog generator11(clk, reset, rise11, fall11, out11);
PWM_Generator_Verilog generator10(clk, reset, rise10, fall10, out10);
PWM_Generator_Verilog generatorTest(clk, reset, riseTest, fallTest, outTest);
PWM_Generator_Verilog generatorKey(clk, reset, riseKey, fallKey, outKEY);
PWM_Generator_Verilog generatorGrip(clk, reset, riseGrip, fallGrip, outGrip);
reg [31:0] riseKey;
reg [31:0] fallKey;
reg [31:0] riseGrip;
reg [31:0] fallGrip;
initial begin
		riseKey = 75000;
		fallKey = 925000;
		riseGrip = 75000;
		fallGrip = 925000;
end
always@(posedge clk) begin
		reset_reg <= ~RESET_N;
		key0_reg <= ~KEY[0];
		key1_reg <= ~KEY[1];
		key2_reg <= ~KEY[2];
		key3_reg <= ~KEY[3];
end
always@(posedge clk)begin
		if (reset_triggered) begin
			riseKey <= 75000;
			fallKey <= 925000;
			riseGrip = 75000;
			fallGrip = 925000;
		end
		else if (key0_triggered && riseKey < 125000) begin
			riseKey <= riseKey + 25000;
			fallKey <= fallKey - 25000;
		end
		else if (key1_triggered && riseKey > 25000) begin
			riseKey <= riseKey - 25000;
			fallKey <= fallKey + 25000;
		end
		else if (key2_triggered && riseGrip < 125000) begin
			riseGrip <= riseGrip + 25000;
			fallGrip <= fallGrip - 25000;
		end
		else if (key3_triggered && riseGrip > 25000) begin
			riseGrip <= riseGrip - 25000;
			fallGrip <= fallGrip + 25000;
		end
end
endmodule
File: flow/run.sh
#!/bin/bash
# OpenROAD 26Q1-2900-gdf79404cd8, Yosys 0.63+post, stock flow scripts
make -C /OpenROAD-flow-scripts/flow DESIGN_CONFIG=/design/flow/config.mk WORK_HOME=/design/flow/orfs finish
File: flow/config.mk
export PLATFORM = sky130hd
export DESIGN_NAME = robot_arm_controller
export DESIGN_NICKNAME = robot_arm_controller
export VERILOG_FILES = /design/flow/design.v
export SDC_FILE = /design/flow/constraint.sdc
export NUM_CORES = 4
export LEC_CHECK = 1
export CORE_UTILIZATION = 50
==> ci_impl_report.md <==
## PnR job results

| Metric | Value |
|---|---|
| CTS max path bufs | 3 |
| Crit-path max cell delay | just over 0.6 ns |
| DP HPWL | between 40,000 and 50,000 um |
| Core region area | 0.06610 mm^2 |
| Final WL | 71,030 um |
| Fin crit share | between 50% and 60% |
| Setup slack at placement | 4.875 ns |
| WP data arrival | between 7 and 8 ns |
| Initial DRC Count | 1,771 |
| Total Power | 7341 uW |
| I/O pin cnt | between 40 and 50 |
| First-pass GRT wire length | around 120,000 um |
| Via density | 5.562 |
| Share of the synthesized area in the top cell type | between 30% and 40% |
| GRT overflow | 0 |
| Top_reg_cell synth | dfrtp_1 |
| Yosys warnings | 27 |
| Reg2Reg Launch Point | riseKey[26] |
| Max Clock Freq | approximately 150 MHz |
| Setup crit end kind | flop |
| Worst setup path category | input port to flop |
| Routability-driven placement congestion ratio | just over 0.9 |
| Yosys cell count | 3,762 |
| Synth Instances | roughly 3,800 |
| Worst hold path depth | 1 |
| Post-Layout Cell Count | ~4,700 |
| RSZ-0062 raised after global routing | no |
| Row count | between 90 and 100 |
| Final Hold Fails | 0 |
| Clk latency of the worst-skew pair | roughly 0.60 ns |
| Die W | 261.2 um |
| Seq share, synth | a little over two fifths |
| HP Start | generator18.count[0] |
| Leakage | between 0.015 and 0.02 uW |
| Status | finished, final reports clean |
| Launch point of the worst path | KEY[2] |
| Slew Limit Fails | 0 |
| Worst-Margin Slew | around 0.9 ns |
| Initial antenna violation count | 0 |
| CTS Sinks | 583 |
| Final Cell Area | roughly 0.037 mm^2 |
| Clock-pin slew on the worst setup and hold paths | ~0.06 ns |
| Top cells by area | dfrtp_1 33%, xnor2_1 9.4%, xor2_1 7.7% |
| Startpoint Class | input port |
| Syn-to-layout area delta | 9.130% |
| H-tree depth | 3 |
| Placed insts | around 4,500 |
| CTS buffer count | slightly below 70 |
| Setup TNS | 0 ns |
| Vias in the first global route | approximately 25,000 |
| Max VDD drop | about 0.18 mV |
| Count of tool warnings | 31 |
| Post-route DRC | 0 |
| Layout cell share with drive strength beyond 1 | under 10% |
| Flops after synth | 583 |
| Die y size | 261.2 um |
| CP max FO | 46 |
| Min Clock Period, post-route | between 6 and 7 ns |
| Resize count post-CTS | 0 |
| Max-slew headroom | between 40% and 50% |
| Largest net degree at the start of global routing | around 130 |
| Worst Slack Setup Final | around 5.3 ns |
| Hold WC Path Type | flop to flop |
| Hold buffer count at CTS | 0 |
| Chip area | 0.06825 mm^2 |
| Ant. Diodes | 0 |
| Cell Area, Placed | about 0.034 mm^2 |
| Routed wire per std cell | approximately 15 um |
| CP required | between 10 and 15 ns |
| Tally of unique sky130hd cells used after synthesis | 87 |
| Fin Clk Skew | 0.01703 ns |
| Post-CTS Setup Bufs | 0 |
| Via Count | roughly 26,000 |
| I/O Buffers | 19 |
| Area leader, netlist | dfrtp_1 |
| Final setup vio count | 0 |
| Cells on worst reg2reg path | 16 |
| Post-synth EDFFs | 0 |
| Crit path max-delay cell type | or4b_2 |
| Post-Syn Area | around 0.034 mm^2 |
| Max Cap Violations | 0 |
| Cell Chain, Critical Path | clkdlybuf4s50_1 > or4b_2 > or3_1 > buf_4 > inv_1 > buf_4 > ha_1 > a21oi_1 > a21boi_0 > nor4_1 > o31ai_1 > a31oi_1 > nor3_1 > o31a_1 > and3_1 > nor3_1 |
| PD cells | approximately 200 mW/mm^2 |
| CTS tree | yes |
| Fraction of registers with async set/reset | roughly four fifths |
| Mean Syn Cell Area | between 8 and 9 um^2 |
| Total track usage | 22.25% |
| 1st-pass router iterations | 7 |
| Post-synth area from yosys stat | about 0.034 mm^2 |
| Post-DRT Antenna Nets | 0 |
| Initial Util | about half |
| Root Buffer | clkbuf_16 |
## metrics by stage
stage | util, % | hold slack [ns]
after floorplan | - | 0.4251
after global placement | 52.00 | 0.4404
after detailed placement | 52.00 | 0.4449
after CTS | 55.48 | 0.4531
after global routing | 55.48 | 0.4773
final | 55.48 | 0.4503
## area by class of cell
type / count / area [um^2]
Clock inverter: 20 / 207.7
Clock buffer: 107 / 2096
Timing Repair Buffer: 44 / 395.4
Sequential cell: 583 / 14000
Tap cell: 864 / 1081
Fill cell: 5608 / 29430
Inverter: 89 / 334.1
Multi-Input combinational cell: 2943 / 18560
## cell usage after synthesis, types with 14 or more instances
library cell	n
a211oi_1	31
a21o_1	32
a21oi_1	105
a31oi_1	16
and2_1	19
and3_1	98
and4_1	34
buf_4	36
clkbuf_1	110
dfrtp_1	448
dfstp_2	14
dfxtp_1	121
ha_1	76
inv_1	89
nand2_1	343
nand2b_1	21
nand3_1	219
nand4_1	101
nor2_1	501
nor2_2	30
nor2b_1	22
nor3_1	104
nor4_1	90
nor4b_1	34
o211ai_1	21
o21ai_0	99
o21bai_1	16
o31ai_1	15
or3_1	36
or4_1	27
xnor2_1	359
xor2_1	296
## cells in the final DEF, fill, tap and decap left out, drive strengths merged, types with 34 or more instances in the layout
cell    Yosys  routed
a21oi     105     105
and3       98      98
and4       34      34
clkbuf    110     107
dfrtp     448     448
dfxtp     121     121
ha         76      76
inv        89      91
nand2     343     343
nand3     219     219
nand4     102     102
nor2      531     531
nor3      105     105
nor4       91      91
nor4b      36      36
o21ai     101     101
or3        36      36
xnor2     359     359
xor2      296     296
## routing by layer
metal	share of wire, %	up-vias	global-route usage [%]
met3	3.9	107	3.101
li1	-	13041	-
met1	50	12297	35.60
met5	0	-	0
met4	2.5	0	5.055
met2	44	420	33.33
## logic make-up after synthesis
family                     synth area share [%]
xor gates and xnor gates                  17.07
and+or+nand+nor                           26.29
DFF                                       41.66
AOI/OAI and AO/OA                         8.303
adders and majority gates                 2.949
muxes                                    0.3090
buffers and inverters                     3.403
other                                   0.01116
## path summary, 6_finish.rpt
check	end	slack [ns]
min in group asynchronous	generator18.count[14]	1.76
max in group asynchronous	generator13.count[8]	7.87
min	generator18.count[0]	0.45
max reg2reg	fallKey[31]	6.54
min reg2reg	generator18.count[0]	0.45
max	fallGrip[30]	5.31
## worst max-delay path, delay by kind of cell
family	cells	cell delay [ns]
AND-OR/OR-AND	5	1.31
adder cells (fa/ha/maj)	1	0.39
buffers and inverters	4	1.19
AND/OR/NAND/NOR	6	1.98
## where the power goes
part	internal [uW]	total, uW	leakage [uW]	switching [uW]
clock network	1260	2080	0.00114	817
registers	2110	2460	0.00727	349
logic	1180	2800	0.00734	1620
total	4550	7340	0.0157	2790
No activity file was given, so power comes from the tool's default toggle rates.
